`run.sh`:
```
#!/bin/bash
# OpenROAD 26Q1-2900-gdf79404cd8, Yosys 0.63+post, stock flow scripts
make -C /OpenROAD-flow-scripts/flow DESIGN_CONFIG=/design/flow/config.mk WORK_HOME=/design/flow/orfs finish
```
`config.mk`:
```
export PLATFORM = sky130hd
export DESIGN_NAME = gamma_correction
export DESIGN_NICKNAME = gamma_correction
export VERILOG_FILES = /design/flow/design.v
export SDC_FILE = /design/flow/constraint.sdc
export NUM_CORES = 4
export LEC_CHECK = 1
export CORE_UTILIZATION = 50
export SYNTH_MEMORY_MAX_BITS = 65536
```
`constraint.sdc`:
```
current_design gamma_correction

set clk_period 3.2
set clk_io_pct 0.2

create_clock -name clk0 -period $clk_period

set non_clock_inputs [all_inputs -no_clocks]
set_input_delay [expr $clk_period * $clk_io_pct] -clock clk0 $non_clock_inputs
set_output_delay [expr $clk_period * $clk_io_pct] -clock clk0 [all_outputs]
```
`design.v`:
```
`timescale 1ns / 1ps
module gamma_correction_LUT(
    input   [7:0]       in,
    output  [7:0]       out
    );
    reg     [7:0]       _out;
    assign out = _out;
    always @(*) begin
        casex(in)
            8'b00000000 : _out = 0;
            8'b00000001 : _out = 0;
            8'b00000010 : _out = 0;
            8'b00000011 : _out = 0;
            8'b00000100 : _out = 0;
            8'b00000101 : _out = 0;
            8'b00000110 : _out = 0;
            8'b00000111 : _out = 0;
            8'b00001000 : _out = 0;
            8'b00001001 : _out = 0;
            8'b00001010 : _out = 0;
            8'b00001011 : _out = 0;
            8'b00001100 : _out = 1;
            8'b00001101 : _out = 1;
            8'b00001110 : _out = 1;
            8'b00001111 : _out = 1;
            8'b00010000 : _out = 1;
            8'b00010001 : _out = 1;
            8'b00010010 : _out = 1;
            8'b00010011 : _out = 1;
            8'b00010100 : _out = 2;
            8'b00010101 : _out = 2;
            8'b00010110 : _out = 2;
            8'b00010111 : _out = 2;
            8'b00011000 : _out = 2;
            8'b00011001 : _out = 2;
            8'b00011010 : _out = 3;
            8'b00011011 : _out = 3;
            8'b00011100 : _out = 3;
            8'b00011101 : _out = 3;
            8'b00011110 : _out = 4;
            8'b00011111 : _out = 4;
            8'b00100000 : _out = 4;
            8'b00100001 : _out = 4;
            8'b00100010 : _out = 5;
            8'b00100011 : _out = 5;
            8'b00100100 : _out = 5;
            8'b00100101 : _out = 5;
            8'b00100110 : _out = 6;
            8'b00100111 : _out = 6;
            8'b00101000 : _out = 6;
            8'b00101001 : _out = 7;
            8'b00101010 : _out = 7;
            8'b00101011 : _out = 7;
            8'b00101100 : _out = 8;
            8'b00101101 : _out = 8;
            8'b00101110 : _out = 8;
            8'b00101111 : _out = 9;
            8'b00110000 : _out = 9;
            8'b00110001 : _out = 9;
            8'b00110010 : _out = 10;
            8'b00110011 : _out = 10;
            8'b00110100 : _out = 11;
            8'b00110101 : _out = 11;
            8'b00110110 : _out = 11;
            8'b00110111 : _out = 12;
            8'b00111000 : _out = 12;
            8'b00111001 : _out = 13;
            8'b00111010 : _out = 13;
            8'b00111011 : _out = 14;
            8'b00111100 : _out = 14;
            8'b00111101 : _out = 15;
            8'b00111110 : _out = 15;
            8'b00111111 : _out = 16;
            8'b01000000 : _out = 16;
            8'b01000001 : _out = 17;
            8'b01000010 : _out = 17;
            8'b01000011 : _out = 18;
            8'b01000100 : _out = 18;
            8'b01000101 : _out = 19;
            8'b01000110 : _out = 19;
            8'b01000111 : _out = 20;
            8'b01001000 : _out = 20;
            8'b01001001 : _out = 21;
            8'b01001010 : _out = 21;
            8'b01001011 : _out = 22;
            8'b01001100 : _out = 23;
            8'b01001101 : _out = 23;
            8'b01001110 : _out = 24;
            8'b01001111 : _out = 24;
            8'b01010000 : _out = 25;
            8'b01010001 : _out = 26;
            8'b01010010 : _out = 26;
            8'b01010011 : _out = 27;
            8'b01010100 : _out = 28;
            8'b01010101 : _out = 28;
            8'b01010110 : _out = 29;
            8'b01010111 : _out = 30;
            8'b01011000 : _out = 30;
            8'b01011001 : _out = 31;
            8'b01011010 : _out = 32;
            8'b01011011 : _out = 32;
            8'b01011100 : _out = 33;
            8'b01011101 : _out = 34;
            8'b01011110 : _out = 35;
            8'b01011111 : _out = 35;
            8'b01100000 : _out = 36;
            8'b01100001 : _out = 37;
            8'b01100010 : _out = 38;
            8'b01100011 : _out = 38;
            8'b01100100 : _out = 39;
            8'b01100101 : _out = 40;
            8'b01100110 : _out = 41;
            8'b01100111 : _out = 42;
            8'b01101000 : _out = 42;
            8'b01101001 : _out = 43;
            8'b01101010 : _out = 44;
            8'b01101011 : _out = 45;
            8'b01101100 : _out = 46;
            8'b01101101 : _out = 47;
            8'b01101110 : _out = 47;
            8'b01101111 : _out = 48;
            8'b01110000 : _out = 49;
            8'b01110001 : _out = 50;
            8'b01110010 : _out = 51;
            8'b01110011 : _out = 52;
            8'b01110100 : _out = 53;
            8'b01110101 : _out = 54;
            8'b01110110 : _out = 55;
            8'b01110111 : _out = 56;
            8'b01111000 : _out = 56;
            8'b01111001 : _out = 57;
            8'b01111010 : _out = 58;
            8'b01111011 : _out = 59;
            8'b01111100 : _out = 60;
            8'b01111101 : _out = 61;
            8'b01111110 : _out = 62;
            8'b01111111 : _out = 63;
            8'b10000000 : _out = 64;
            8'b10000001 : _out = 65;
            8'b10000010 : _out = 66;
            8'b10000011 : _out = 67;
            8'b10000100 : _out = 68;
            8'b10000101 : _out = 69;
            8'b10000110 : _out = 70;
            8'b10000111 : _out = 71;
            8'b10001000 : _out = 73;
            8'b10001001 : _out = 74;
            8'b10001010 : _out = 75;
            8'b10001011 : _out = 76;
            8'b10001100 : _out = 77;
            8'b10001101 : _out = 78;
            8'b10001110 : _out = 79;
            8'b10001111 : _out = 80;
            8'b10010000 : _out = 81;
            8'b10010001 : _out = 82;
            8'b10010010 : _out = 84;
            8'b10010011 : _out = 85;
            8'b10010100 : _out = 86;
            8'b10010101 : _out = 87;
            8'b10010110 : _out = 88;
            8'b10010111 : _out = 89;
            8'b10011000 : _out = 91;
            8'b10011001 : _out = 92;
            8'b10011010 : _out = 93;
            8'b10011011 : _out = 94;
            8'b10011100 : _out = 95;
            8'b10011101 : _out = 97;
            8'b10011110 : _out = 98;
            8'b10011111 : _out = 99;
            8'b10100000 : _out = 100;
            8'b10100001 : _out = 102;
            8'b10100010 : _out = 103;
            8'b10100011 : _out = 104;
            8'b10100100 : _out = 105;
            8'b10100101 : _out = 107;
            8'b10100110 : _out = 108;
            8'b10100111 : _out = 109;
            8'b10101000 : _out = 111;
            8'b10101001 : _out = 112;
            8'b10101010 : _out = 113;
            8'b10101011 : _out = 115;
            8'b10101100 : _out = 116;
            8'b10101101 : _out = 117;
            8'b10101110 : _out = 119;
            8'b10101111 : _out = 120;
            8'b10110000 : _out = 121;
            8'b10110001 : _out = 123;
            8'b10110010 : _out = 124;
            8'b10110011 : _out = 126;
            8'b10110100 : _out = 127;
            8'b10110101 : _out = 128;
            8'b10110110 : _out = 130;
            8'b10110111 : _out = 131;
            8'b10111000 : _out = 133;
            8'b10111001 : _out = 134;
            8'b10111010 : _out = 136;
            8'b10111011 : _out = 137;
            8'b10111100 : _out = 139;
            8'b10111101 : _out = 140;
            8'b10111110 : _out = 142;
            8'b10111111 : _out = 143;
            8'b11000000 : _out = 145;
            8'b11000001 : _out = 146;
            8'b11000010 : _out = 148;
            8'b11000011 : _out = 149;
            8'b11000100 : _out = 151;
            8'b11000101 : _out = 152;
            8'b11000110 : _out = 154;
            8'b11000111 : _out = 155;
            8'b11001000 : _out = 157;
            8'b11001001 : _out = 158;
            8'b11001010 : _out = 160;
            8'b11001011 : _out = 162;
            8'b11001100 : _out = 163;
            8'b11001101 : _out = 165;
            8'b11001110 : _out = 166;
            8'b11001111 : _out = 168;
            8'b11010000 : _out = 170;
            8'b11010001 : _out = 171;
            8'b11010010 : _out = 173;
            8'b11010011 : _out = 175;
            8'b11010100 : _out = 176;
            8'b11010101 : _out = 178;
            8'b11010110 : _out = 180;
            8'b11010111 : _out = 181;
            8'b11011000 : _out = 183;
            8'b11011001 : _out = 185;
            8'b11011010 : _out = 186;
            8'b11011011 : _out = 188;
            8'b11011100 : _out = 190;
            8'b11011101 : _out = 192;
            8'b11011110 : _out = 193;
            8'b11011111 : _out = 195;
            8'b11100000 : _out = 197;
            8'b11100001 : _out = 199;
            8'b11100010 : _out = 200;
            8'b11100011 : _out = 202;
            8'b11100100 : _out = 204;
            8'b11100101 : _out = 206;
            8'b11100110 : _out = 207;
            8'b11100111 : _out = 209;
            8'b11101000 : _out = 211;
            8'b11101001 : _out = 213;
            8'b11101010 : _out = 215;
            8'b11101011 : _out = 217;
            8'b11101100 : _out = 218;
            8'b11101101 : _out = 220;
            8'b11101110 : _out = 222;
            8'b11101111 : _out = 224;
            8'b11110000 : _out = 226;
            8'b11110001 : _out = 228;
            8'b11110010 : _out = 230;
            8'b11110011 : _out = 232;
            8'b11110100 : _out = 233;
            8'b11110101 : _out = 235;
            8'b11110110 : _out = 237;
            8'b11110111 : _out = 239;
            8'b11111000 : _out = 241;
            8'b11111001 : _out = 243;
            8'b11111010 : _out = 245;
            8'b11111011 : _out = 247;
            8'b11111100 : _out = 249;
            8'b11111101 : _out = 251;
            8'b11111110 : _out = 253;
            8'b11111111 : _out = 255;
            default: _out = 255;
        endcase
    end
endmodule
`timescale 1ns / 1ps
module gamma_correction(
    input   [23:0]  in,
    output  [23:0]  out
    );
    gamma_correction_LUT  g_gamma_correction(
        .in     (in[23:16]),
        .out    (out[23:16])
        );
    gamma_correction_LUT  r_gamma_correction(
        .in     (in[15:8]),
        .out    (out[15:8])
        );
    gamma_correction_LUT  b_gamma_correction(
        .in     (in[7:0]),
        .out    (out[7:0])
        );
endmodule
```
==> flow_summary.yaml <==
# physical design summary
pwr:
  ir_drop_mv: 0.124
  power.share.sequential: 0
  internal-power_mw: 0.605
  p_total_mw: 1.23
  p_sw_frac: 0.508
  combPwrFrac: 1.000
  clockPowerShare: 0
  leakage_nw: 3.38
  cellPowerDensity_nw_per_um2: 154
  p_sw_mw: 0.624
die:
  rows: 36
  fp.dieW_um: 103
  dieArea_um2: 10500
  ios: 48
  core_region_area_um2: 9820
  die-height_um: 103
  fp_util: 0.516
min_path:
  hold_end: "out[5]"
  hold_depth: 4
  hp-class: "primary input to primary output"
  min_from: "in[6]"
worst_setup_path:
  worst-path-buf-inv: 5
  worst_ep_required_time_ns: 2.56
  crit_top_cell: "buf_4"
  critPathLaunchType: "primary input"
  cp_slowest_cell: "clkdlybuf4s50_1"
  cp_top_family: "buffers and inverters"
  crit_path_cell_trace: "buf_4, clkinv_4, buf_4, ha_4, buf_4, a21oi_2, o21bai_1, o2111ai_1, o311ai_2, a32o_1, clkdlybuf4s50_1"
  crit_type: "primary input to primary output"
  slowest_delay_ns: 0.39
  cp_max_fo: 4
  crit_path_end_kind: "primary output"
  startpoint: "in[1]"
  worstPathArrival_ns: 2.54
layout:
  drive_gt1_frac: 0.382
  area_growth_pct: 57.3
  layout_top_cells: "buf_4, o21ai_0, a21oi_1"
  fillCellCount: 597
  design.seq.count: 0
  lay_top_count: "buf_4"
  mi_logic_area_um2: 5010
  clock_buffer_count: 0
  regArea_um2: 0
  fin_cells: 1159
synth:
  yosysCellCount: 820
  ys_chip_area_um2: 5070
  synth_cell_type_count: 67
  ys_seq_frac: 0
  syn_area_um2: 5070
  syn-instance-count: 820
  synth.avg_cell_area_um2: 6.18
  yosys_warnings: 1
final_timing:
  period_used_share: 0.994
  whs_ns: 1.96
  hold_viol: 0
  slew_headroom: 0.696
  setup_viol_count_final: 0
  fmax_ghz: 0.314
  drv_slew: 0
  rsz0062_at_grt: "yes"
  tightest_slew_ns: 0.455
  fin_tns_setup_ns: 0
  period_minus_slack_ns: 3.18
global_routing:
  antenna_found_initial: 0
  grt_pass1_vias: 6689
  grt_first_pass_wirelength_um: 32400
  grt_max_degree: 31
  overflow: 0
  grt.total_usage: 0.386
detailed_routing:
  finalWirelength_um: 21200
  wl_per_cell_um: 18.3
  post_drt_via_cell_ratio: 6.60
  drtIter0Drc: 804
  vias: 7650
  drc: 0
  ant_nets: 0
  drt_first_pass_iters: 6
  n_antenna_cell: 0
place:
  dp_cells: 1138
  gp_congestion: 1.03
  portBuffers: 48
  dp_hpwl_um: 14400
cts:
  ctsHoldBuffers: 0
job:
  warnings: 60
  cap_violations: 0
run_status:
  status: "complete, no violations"
==> area by class of cell <==
type | count | area share
inverter | 33 | 0.0182
multi-input combinational | 689 | 0.629
tap | 133 | 0.0209
timing repair buffer | 304 | 0.332
==> power groups by stage <==
| stage | logic, mW | clock network (mW) | registers [mW] |
|---|---|---|---|
| finish | 1.23 | 0 | 0 |
| global route | 1.31 | 0 | 0 |
| CTS | 1.15 | 0 | 0 |
==> cells by family after synthesis <==
kind of cell,synth area share
adders and majority gates,0.0815
and+or+nand+nor,0.228
muxes,0.0795
AOI/OAI and AO/OA,0.481
buffers and inverters,0.120
xor gates and xnor gates,0.0104
==> metal layers <==
metal | track usage | vias to the layer above | wire (um)
met5 | 0 | - | 0
met4 | 0.102 | 0 | 671
met1 | 0.570 | 3446 | 8720
met3 | 0.0572 | 90 | 2640
li1 | - | 3517 | -
met2 | 0.588 | 597 | 9120
==> per-stage QoR <==
step,worst slack (ns),instance area (um^2),util
3_3_place_gp,-0.626,7120,0.726
5_1_grt,-0.0518,7970,0.812
3_5_place_dp,-0.639,7120,0.726
6_report,0.0182,7970,0.812
4_1_cts,0.00357,7790,0.793
2_1_floorplan,0.103,5070,-
==> cell usage after synthesis (all sizes together), types with 10 or more instances <==
library cell / number / area share
a211oi: 32 / 0.047
a21oi: 79 / 0.078
a31oi: 18 / 0.022
buf: 65 / 0.071
clkbuf: 33 / 0.024
ha: 33 / 0.081
inv: 32 / 0.024
mux2i: 14 / 0.028
nand2: 75 / 0.056
nand2b: 14 / 0.017
nand3: 21 / 0.021
nor2: 82 / 0.065
nor2b: 18 / 0.022
nor3: 20 / 0.020
o211ai: 20 / 0.030
o21ai: 94 / 0.093
o22ai: 10 / 0.012
o311ai: 11 / 0.019
o31ai: 17 / 0.025
==> worst max path at each step <==
stage	to	slack (ns)	depth (start not counted)
after CTS	out[17]	0.004	9
after global routing	out[2]	-0.05	11
final	out[2]	0.02	11
==> repair_timing <==
item | in CTS | in global routing
hold endpoints to repair | 0 | 0
pin swaps | 41 | 26
buffers inserted | 16 | 4
endpoints found under the setup margin | 24 | 17
cloned | 2 | 0
resized | 181 | 68
Power figures rest on the tool's default switching activity, not on a simulated workload.
